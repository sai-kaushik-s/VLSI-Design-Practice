File: /design/flow/config.mk
export PLATFORM = sky130hd
export DESIGN_NAME = arrayMultiplier16Bit
export DESIGN_NICKNAME = arrayMultiplier16Bit
export VERILOG_FILES = /design/flow/design.v
export SDC_FILE = /design/flow/constraint.sdc
export NUM_CORES = 4
export LEC_CHECK = 1
export CORE_UTILIZATION = 40
File: /design/flow/constraint.sdc
current_design arrayMultiplier16Bit

set clk_period 32.3
set clk_io_pct 0.2

create_clock -name clk0 -period $clk_period

set non_clock_inputs [all_inputs -no_clocks]
set_input_delay [expr $clk_period * $clk_io_pct] -clock clk0 $non_clock_inputs
set_output_delay [expr $clk_period * $clk_io_pct] -clock clk0 [all_outputs]
File: /design/flow/design.v
`timescale 1ns / 1ps
`timescale 1ns / 1ps
`timescale 1ns / 1ps
`timescale 1ns / 1ps
`timescale 1ns / 1ps
module halfAdder(
    input A,
    input B,
    output S,
    output C
);
assign S = A ^ B;
assign C = A & B;
endmodule
module arrayMultiplier2Bit(
    input [1:0] A,
    input [1:0] B,
    output wire [3:0] C
);
wire [3:0] temp;
assign C[0] = A[0] & B[0];
assign temp[0] = A[1] & B[0];
assign temp[1] = A[0] & B[1];
assign temp[2] = A[1] & B[1];
halfAdder HA1(temp[0], temp[1], C[1], temp[3]);
halfAdder HA2(temp[2], temp[3], C[2], C[3]);
endmodule
module arrayMultiplier4Bit(
    input [3:0] A,
    input [3:0] B,
    output wire [7:0] C
);
wire [3:0] temp0, temp1, temp2, temp3, temp4, temp11;
wire [5:0] temp5, temp6, temp12, temp13, temp14;
arrayMultiplier2Bit AM2B1(A[1:0], B[1:0], temp0);
arrayMultiplier2Bit AM2B2(A[3:2], B[1:0], temp1);
arrayMultiplier2Bit AM2B3(A[1:0], B[3:2], temp2);
arrayMultiplier2Bit AM2B4(A[3:2], B[3:2], temp3);
assign temp11 = {2'b0, temp0[3:2]};
assign temp4 = temp1 + temp11;
assign temp12 = {2'b0, temp2};
assign temp13 = {temp3, 2'b0};
assign temp5 = temp12 + temp13;
assign temp14 = {2'b0, temp4};
assign temp6 = temp14 + temp5;
assign C[1:0] = temp0[1:0];
assign C[7:2] = temp6[5:0];
endmodule
module arrayMultiplier8Bit(
    input [7:0] A,
    input [7:0] B,
    output wire [15:0] C
);
wire [7:0] temp0, temp1, temp2, temp3, temp4, temp11;
wire [11:0] temp5, temp6, temp12, temp13, temp14;
arrayMultiplier4Bit AM4B1(A[3:0], B[3:0], temp0);
arrayMultiplier4Bit AM4B2(A[7:4], B[3:0], temp1);
arrayMultiplier4Bit AM4B3(A[3:0], B[7:4], temp2);
arrayMultiplier4Bit AM4B4(A[7:4], B[7:4], temp3);
assign temp11 = {4'b0, temp0[7:4]};
assign temp4 = temp1 + temp11;
assign temp12 = {4'b0, temp2};
assign temp13 = {temp3, 4'b0};
assign temp5 = temp12 + temp13;
assign temp14 = {4'b0, temp4};
assign temp6 = temp14 + temp5;
assign C[3:0] = temp0[3:0];
assign C[15:4] = temp6[11:0];
endmodule
module arrayMultiplier16Bit(
    input [15:0] A,
    input [15:0] B,
    output wire [31:0] C
);
wire [15:0] temp0, temp1, temp2, temp3, temp4, temp11;
wire [23:0] temp5, temp6, temp12, temp13, temp14;
arrayMultiplier8Bit AM8B1(A[7:0], B[7:0], temp0);
arrayMultiplier8Bit AM8B2(A[15:8], B[7:0], temp1);
arrayMultiplier8Bit AM8B3(A[7:0], B[15:8], temp2);
arrayMultiplier8Bit AM8B4(A[15:8], B[15:8], temp3);
assign temp11 = {8'b0, temp0[15:8]};
assign temp4 = temp1 + temp11;
assign temp12 = {8'b0, temp2};
assign temp13 = {temp3, 8'b0};
assign temp5 = temp12 + temp13;
assign temp14 = {8'b0, temp4};
assign temp6 = temp14 + temp5;
assign C[7:0] = temp0[7:0];
assign C[31:8] = temp6[23:0];
endmodule
File: /design/flow/run.sh
#!/bin/bash
# OpenROAD 26Q1-2900-gdf79404cd8, Yosys 0.63+post, stock flow scripts
make -C /OpenROAD-flow-scripts/flow DESIGN_CONFIG=/design/flow/config.mk WORK_HOME=/design/flow/orfs finish
==> summary.txt <==
Summary of the current implementation state.

- According to the floorplan report, the placeable core area is 30670 um2.
- The final layout report lists a filler cell count of 2974.
- The routed design shows a via density per instance of 4.847.
- The worst setup path is captured at an output port.
- The placement report lists the number of port buffers as approximately 64.
- The startpoint-to-endpoint class of the critical path is in2out, for reference.
- By instance count after routing, the leading logic cell types are sky130_fd_sc_hd__ha_1, sky130_fd_sc_hd__and2_1, sky130_fd_sc_hd__inv_1, sky130_fd_sc_hd__xnor2_1, sky130_fd_sc_hd__fa_1.
- Entering global routing, the biggest net connects 17 pins.
- The floorplan core density is 40.69%, for reference.
- Once layout is done, the placed cells without fillers occupy 13660 um2.
- The count of nets left with antenna violations after detail routing is 0, for reference.
- The kind of launch point of the worst setup path is an input pin, for reference.
- The number of primary I/O pins is 64, for reference.
- The signal arrival time at the worst endpoint is around 17 ns, for reference.
- The sequential cell area fraction in the yosys report is 0%, for reference.
- Global routing used 17.69% of the available tracks.
- The worst hold slack is 14.21 ns, for reference.
- The routed length on met1 is between 10000 and 15000 um, for reference.
- The timing report gives the biggest stage delay along the critical path as about 0.66 ns.
- The count of distinct cell types in the synthesized netlist is between 50 and 60, for reference.
- The most numerous logic cell after layout is sky130_fd_sc_hd__ha_1, for reference.
- The transition time at the pin with the least slew margin is between 0.7 and 0.8 ns, for reference.
- The first-pass GRT wire length is 44130 um, for reference.
- In this run, post-CTS repair resized a total of 0 instances.
- In the final layout, the share of cells above drive strength 1 is 2.957%.
- Post-route period utilization is reported as between 70% and 80%.
- The classification of the worst-slack hold path is in2out, for reference.
- The final hold violation count is 0, for reference.
- For this block, the initial DRC count from the detailed router was approximately 210.
- Wire segments on met2 add up to 11850 um in the final route.
- The antenna diode count is 0, for reference.
- Summing all flip-flop and latch instances after layout gives 0 um2.
- The critical path's slowest stage uses the library cell sky130_fd_sc_hd__clkdlybuf4s50_1.
- Checking max transition, the worst relative margin is roughly half.
- The worst-path maximum fanout is 16, for reference.
- The initial antenna violation count is 0, for reference.
- The chip area in the Yosys report is about 12000 um2, for reference.
- The number of pins exceeding their max-slew limit in the final report is 0, for reference.
- The run finished with clean final reports.
- The met3 wire length is around 600 um, for reference.
- The site row count is 64, for reference.
- In the finished design the tool counted flip-flops and latches totalling 0.
- The number of logged tool warnings is 32, for reference.
- The chip area is between 30000 and 40000 um2, for reference.
- Data on the critical path is required at its endpoint by approximately 26 ns.
- sky130_fd_sc_hd__ha_1 takes more of the synthesized area than any other cell.
- The detailed router used layers up to and including met4.
- The number of hold buffers added after CTS is 0, for reference.
- The cell area after technology mapping is roughly 12000 um2, for reference.
- The die extent in y is ~180 um, for reference.
- The detailed placer's ending HPWL is 22030 um, for reference.
- A synthesized cell averages between 8 and 9 um2.
- Leaving out buffers and inverters, the combinational logic in the layout accounts for roughly 12000 um2.
- For this run, the final setup violation count is recorded as 0.
- The flow reports an fmax of roughly 0.043 GHz.
- The final weighted congestion recorded by global placement is 0.9221.
- After technology mapping, the gate count stands at ~1500.
- The area share of the largest cell type after synthesis is approximately a third, for reference.
- The max-capacitance violation count is 0, for reference.
- The post-synthesis to final-layout area growth is 9.466%, for reference.
- The total via count in the routed design is ~9300, for reference.
- The post-CTS setup repair buffer count is 0, for reference.
- Subtracting the final worst setup slack from the clock period gives 23.37 ns.
- The setup total negative slack is 0 ns, for reference.
- For this run, design rule violations remaining after detail routing come to 0.
- The number of global-route vias before repair is between 9000 and 10000.
- After synthesis, the design contains approximately 1500 cells according to Yosys.
- The clock buffers instantiated in the layout total 0.
- The placement stage leaves a total instance area of 13660 um2.
- According to the report, the first pass of detailed routing completed in 4 iterations.
- The total overflow reported by the global router is 0, for reference.
- Setup repair after global routing left no endpoint under its margin.
- The main area contributors are sky130_fd_sc_hd__ha_1, sky130_fd_sc_hd__fa_1, sky130_fd_sc_hd__and2_1.
- The Yosys step of the flow raised 0 warnings.
- Measured along the x axis, the die boundary spans 178.6 um.
- The post-detailed-routing wire length is between 20000 and 30000 um, for reference.
- The average wire per standard cell is 13.36 um, for reference.
-- per-stage QoR --
| stage | setup slack, ns | util, % | instances |
|---|---|---|---|
| 6_report | 8.931 | 44.54 | 1918 |
| 3_5_place_dp | 8.937 | 44.54 | 1918 |
| 4_1_cts | 8.901 | 44.54 | 1918 |
| 2_1_floorplan | 10.85 | - | 1468 |
| 3_3_place_gp | 9.085 | 44.54 | 1918 |
| 5_1_grt | 8.104 | 44.54 | 1918 |
-- layer usage --
metal	vias up	track usage (%)
met5	-	0
met4	0	2.154
met3	16	1.173
met2	93	30.04
met1	4240	25.67
li1	4947	-
-- synthesized netlist by cell type, types with 2 or more instances --
library cell / count
sky130_fd_sc_hd__a211oi_1: 5
sky130_fd_sc_hd__ha_1: 352
sky130_fd_sc_hd__and2_1: 256
sky130_fd_sc_hd__a21o_1: 57
sky130_fd_sc_hd__clkbuf_1: 32
sky130_fd_sc_hd__nor3b_1: 3
sky130_fd_sc_hd__nor2b_1: 27
sky130_fd_sc_hd__xnor2_1: 112
sky130_fd_sc_hd__nand3_1: 10
sky130_fd_sc_hd__nand2b_1: 5
sky130_fd_sc_hd__a21oi_2: 3
sky130_fd_sc_hd__inv_1: 219
sky130_fd_sc_hd__xor2_1: 53
sky130_fd_sc_hd__o21ai_1: 2
sky130_fd_sc_hd__nand4_1: 5
sky130_fd_sc_hd__o31ai_1: 3
sky130_fd_sc_hd__a21oi_1: 95
sky130_fd_sc_hd__fa_1: 98
sky130_fd_sc_hd__or2_2: 2
sky130_fd_sc_hd__o21ai_0: 25
sky130_fd_sc_hd__o21bai_1: 3
sky130_fd_sc_hd__nand2_1: 20
sky130_fd_sc_hd__and3_1: 2
sky130_fd_sc_hd__nor2_1: 34
sky130_fd_sc_hd__nor3_1: 6
sky130_fd_sc_hd__o21a_1: 8
-- critical path: cells and delay by family --
family,cells,cell delay [ns]
fa+ha+maj,12,4.50
buf+inv,5,1.32
compound gates,11,2.47
xor+xnor,6,1.03
simple gates,8,1.12
-- logic make-up after synthesis --
family	after synthesis	share of synthesized area, %
compound gates	219	11.35
xor+xnor	167	11.84
fa+ha+maj	450	51.02
buf+inv	252	7.611
simple gates	380	18.18
-- path summary, 6_finish.rpt --
kind	from	endpoint	slack (ns)	cells past startpoint
min	A[0]	C[0]	14.21	3
max	B[1]	C[31]	8.93	42
-- cell type report --
type,count,area share (%)
Multi-Input combinational cell,1216,84.40
Timing Repair Buffer,87,5.954
Tap cell,396,3.627
Inverter,219,6.018
