$ cat /design/flow/run.sh
#!/bin/bash
# OpenROAD 26Q1-2900-gdf79404cd8, Yosys 0.63+post, stock flow scripts
make -C /OpenROAD-flow-scripts/flow DESIGN_CONFIG=/design/flow/config.mk WORK_HOME=/design/flow/orfs finish
$ cat /design/flow/config.mk
export PLATFORM = sky130hd
export DESIGN_NAME = eightBitShiftRegister
export DESIGN_NICKNAME = eightBitShiftRegister
export VERILOG_FILES = /design/flow/design.v
export SDC_FILE = /design/flow/constraint.sdc
export NUM_CORES = 4
export LEC_CHECK = 1
export CORE_AREA = 10 10 86 86
export DIE_AREA = 0 0 96 96
$ cat /design/flow/constraint.sdc
current_design eightBitShiftRegister

set clk_period 2.1
set clk_io_pct 0.2

create_clock -name clk0 -period $clk_period [get_ports {clk}]

set non_clock_inputs [all_inputs -no_clocks]
set_input_delay [expr $clk_period * $clk_io_pct] -clock clk0 $non_clock_inputs
set_output_delay [expr $clk_period * $clk_io_pct] -clock clk0 [all_outputs]
$ cat /design/flow/design.v
module fourOneMux (y, s1, s0, i3, i2, i1, i0);
    output reg y;
    input s1, s0, i3, i2, i1, i0;
    always@(s1, s0, i3, i2, i1, i0)
    begin
        if(s0 == 0 && s1 == 0)
            y = i0;
        else if(s0 == 0 && s1 == 1)
            y = i1;
        else if(s0 == 1 && s1 == 0)
            y = i2;
        else if(s0 == 1 && s1 == 1)
            y = i3;
    end
endmodule
module dFlipFlop(q, d, clk, reset);
	output reg q;
	input d, clk, reset;
	always@(negedge clk)
	if(reset == 1'b1)
		q <= 1'b0;
	else
		q <= d;
endmodule
module oneBitShiftRegister (O, I, s, clk, reset, SIRS, SILS);
    output O;
    input I, clk, SIRS, SILS, reset;
    input [1:0] s;
    wire w;
    fourOneMux MUX(w, s[1], s[0], I, SILS, SIRS, O);
    dFlipFlop DFF(O, w, clk, reset);
endmodule
module twoBitShiftRegister (O, I, s, clk, reset, SIRS, SILS);
    output [1:0] O;
    input [1:0] I;
    input clk, SIRS, SILS, reset;
    input [1:0] s;
    oneBitShiftRegister OBSR_1(O[0], I[0], s, clk, reset, O[1], SILS);
    oneBitShiftRegister OBSR_2(O[1], I[1], s, clk, reset, SIRS, O[0]);
endmodule
module fourBitShiftRegister (O, I, s, clk, reset, SIRS, SILS);
    output [3:0] O;
    input [3:0] I;
    input clk, SIRS, SILS, reset;
    input [1:0] s;
    twoBitShiftRegister TBSR_1(O[1:0], I[1:0], s, clk, reset, O[2], SILS);
    twoBitShiftRegister TBSR_2(O[3:2], I[3:2], s, clk, reset, SIRS, O[1 ]);
endmodule
module eightBitShiftRegister (O, I, s, clk, reset, SIRS, SILS);
    output [7:0] O;
    input [7:0] I;
    input clk, SIRS, SILS, reset;
    input [1:0] s;
    fourBitShiftRegister FBSR_1(O[3:0], I[3:0], s, clk, reset, O[4], SILS);
    fourBitShiftRegister FBSR_2(O[7:4], I[7:4], s, clk, reset, SIRS, O[3]);
endmodule
==> flow_metrics.py <==
# Metrics from the implementation run
metrics = {
    "drt": {
        "routed_wl_mm": 1.440,
        "via_per_inst": 2.673,
        "drc": 0,
        "wl_per_cell_um": 9.231,
        "dr.pass1.iters": 2,
        "drt_iter0_markers": 12,
        "n_antenna_cell": 0,
        "vias": 417,
        "ant_nets": 0,
    },
    "clocking": {
        "htreeDepth": 1,
        "hold_buffers": 0,
        "cts_tree": "done",
        "clkSlewWorstSetupHoldPaths_ns": 0.03,
        "numCtsBuffers": 3,
        "clockBufferDepth": 2,
        "ctsRootBufferMaster": "clkbuf_8",
    },
    "global_route": {
        "grtUsageTotal_pct": 3.513,
        "antenna_found_initial": 0,
        "grt_pass1_wl_mm": 2.359,
        "grt_overflow_total": 0,
        "first_global_vias": 502,
        "grt_max_degree": 9,
    },
    "synth": {
        "largest_area_cell": "mux4_2",
        "synth_cells": 44,
        "yosys_cells": 44,
        "synth-async-reset-ratio_pct": 0,
        "syn_area_per_cell_um2": 13.65,
        "synth-main-ff-cell": "dlxtn_1",
        "syn_area_um2": 600.6,
        "top_cells_by_area": "mux4_2 (30%), dfxtp_1 (27%), dlxtn_1 (20%)",
        "ys_ff": 16,
        "common_cells": "buf_4 (8), dfxtp_1 (8), dlxtn_1 (8), mux4_2 (8), nor2b_1 (8)",
        "yosysUniqueCellTypes": 8,
        "yosys_warnings": 2,
        "synth_chip_area_um2": 600.6,
        "edf_count": 0,
        "top_cell_area_share_pct": 30.00,
    },
    "worst_setup_path": {
        "crit_required_ns": 1.23,
        "r2r_cells": 5,
        "cp-start-kind": "primary input",
        "worstPathMaxFanout": 8,
        "worst_setup_path_end_kind": "flop",
        "crit_type": "in2reg",
        "arrival_ns": 1.38,
    },
    "min_path": {
        "hold_path_class": "in2reg",
        "hold_depth": 3,
    },
    "pwr": {
        "switchingPower_uw": 115.9,
        "internal_power_uw": 368.4,
        "swShare_pct": 23.94,
        "pwr-share-seq_pct": 36.3,
        "p_comb_share_pct": 15.1,
        "p_leak_uw": 0.0004643,
        "ir_drop_mv": 0.2003,
        "clkPwrFrac_pct": 48.5,
        "cellPowerDensity_nw_per_um2": 502.7,
    },
    "sta": {
        "unclocked_pins": 8,
        "maxSlewViolCount": 0,
        "rsz0062_at_grt": "yes",
        "setup_viol_count_final": 16,
        "untimed_endpoints": 8,
        "hold_viol": 0,
        "finalWorstSetupSlack_ns": -0.1435,
    },
    "die": {
        "die-area_um2": 9216,
        "fp.dieW_um": 96,
        "die.size.y_um": 96,
        "ios": 22,
        "coreArea_um2": 5540,
        "rows": 27,
        "fp_util_pct": 10.84,
    },
    "place": {
        "pre_cts_slack_ns": -1.192,
        "dp_hpwl_mm": 1.248,
        "dp_cells": 144,
        "place.gp.congestion": 0.7195,
        "port_buffers": 21,
    },
    "layout": {
        "flop_area_um2": 291.5,
        "area_delta_synth_final_pct": 60.42,
        "nFillCells": 626,
        "fin_util_pct": 17.39,
        "finalNonFillerCells": 156,
        "logic_area_um2": 275.3,
        "drive_above_1_share_pct": 63.10,
    },
    "outcome": {
        "status": "complete, but fails checks",
        "violations": "negative setup slack",
    },
    "flow_run": {
        "warnings": 36,
        "maxCapViolCount": 0,
    },
}
## cells in the final DEF, fill, tap and decap left out, types with 3 or more instances in the layout
cell type  synthesis  routed
inv_1              1       8
dlxtn_1            8       7
nor2b_1            8       6
buf_2              0      17
buf_4              8      12
dfxtp_2            0       8
conb_1             1       8
mux4_2             8       8
clkbuf_8           0       3
## power by group through the flow
stage / logic, uW / registers, uW / clock network [uW]
after global routing: 81.2 / 177 / 283
final: 73.3 / 176 / 235
after CTS: 73.3 / 176 / 246
## per-layer routing
metal | track usage, % | vias up | routed length, um | part of all wire, %
li1 | - | 218 | - | -
met1 | 4.010 | 185 | 621 | 43
met2 | 5.493 | 14 | 707 | 49
met3 | 2.201 | 0 | 111 | 7.7
met4 | 0.7371 | 0 | 0 | 0
met5 | 0 | - | 0 | 0
## path summary, 6_finish.rpt
check                                           startpoint                          to  slack [ns]
worst max-delay path                                  s[1]  FBSR_2.TBSR_1.OBSR_1.DFF.q       -0.14
worst min-delay path                                 reset  FBSR_2.TBSR_1.OBSR_1.DFF.q        1.87
worst max register to register  FBSR_2.TBSR_1.OBSR_2.DFF.q  FBSR_2.TBSR_1.OBSR_1.DFF.q        0.65
## critical path, cell delays in order
cell     delay, ns
buf_12        0.11
mux4_2        0.48
dlxtn_2       0.26
nor2b_4       0.11
## registers in the layout, indices dropped and copies added, names as in the netlist
signal	flops
FBSR_1.TBSR_1.OBSR_1.DFF.q	1
FBSR_1.TBSR_1.OBSR_1.MUX.y	1
FBSR_1.TBSR_1.OBSR_2.DFF.q	1
FBSR_1.TBSR_1.OBSR_2.MUX.y	1
FBSR_1.TBSR_2.OBSR_1.DFF.q	1
FBSR_1.TBSR_2.OBSR_1.MUX.y	1
FBSR_1.TBSR_2.OBSR_2.DFF.q	1
FBSR_1.TBSR_2.OBSR_2.MUX.y	1
FBSR_2.TBSR_1.OBSR_1.DFF.q	1
FBSR_2.TBSR_1.OBSR_1.MUX.y	1
FBSR_2.TBSR_1.OBSR_2.DFF.q	1
FBSR_2.TBSR_1.OBSR_2.MUX.y	1
FBSR_2.TBSR_2.OBSR_1.DFF.q	1
FBSR_2.TBSR_2.OBSR_1.MUX.y	1
FBSR_2.TBSR_2.OBSR_2.DFF.q	1
FBSR_2.TBSR_2.OBSR_2.MUX.y	1
## per-stage QoR
| stage | hold slack (ns) | total power [uW] | area (um^2) | setup TNS [ns] |
|---|---|---|---|---|
| after floorplan | 1.542 | 246.2 | 644.4 | -3.143 |
| after global placement | 2.173 | 282.8 | 919.6 | -10.62 |
| after detailed placement | 2.168 | 283.8 | 919.6 | -10.72 |
| after CTS | 1.867 | 495.0 | 947.2 | -1.698 |
| after global routing | 1.876 | 541.3 | 963.4 | -2.077 |
| final | 1.875 | 484.3 | 963.4 | -1.592 |
## what timing repair did
item / 4_1_cts / 5_1_grt
endpoints found under the setup margin: 16 / 16
buffers inserted: 2 / 0
gates resized: 83 / 4
## cell families (layout without fill, tap and decap cells)
kind of cell           Yosys count  in the layout  share of synthesized area, %
buffers and inverters           11             44                         14.37
latches                          8              8                         20.00
flip-flops                       8              8                         26.67
other                            1              8                        0.6244
multiplexers                     8              8                         30.00
AND/OR/NAND/NOR                  8              8                         8.334
## layout make-up
type                    count  area share [%]
repair buffers             33           24.42
well taps                  72           9.351
flip-flops and latches     16           30.26
multi-input cells          24           28.57
clock buffers               3           4.286
clock inverters             8           3.117
Power figures rest on the tool's default switching activity, not on a simulated workload.
